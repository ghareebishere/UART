--- flow/config.mk ---
export PLATFORM = sky130hd
export DESIGN_NAME = uart_top
export DESIGN_NICKNAME = uart_top
export VERILOG_FILES = /design/flow/design.v
export SDC_FILE = /design/flow/constraint.sdc
export NUM_CORES = 4
export LEC_CHECK = 1
export CORE_UTILIZATION = 50
--- flow/constraint.sdc ---
current_design uart_top

set clk_period 3.0
set clk_io_pct 0.2

create_clock -name clk0 -period $clk_period [get_ports {clk}]

set non_clock_inputs [all_inputs -no_clocks]
set_input_delay [expr $clk_period * $clk_io_pct] -clock clk0 $non_clock_inputs
set_output_delay [expr $clk_period * $clk_io_pct] -clock clk0 [all_outputs]
--- flow/design.v ---
module baud_gen #(
    parameter CLK_FREQ = 50000000,  
    parameter BAUD_RATE = 9600,  
    parameter OVERSAMPLE = 1          
  )(
    input wire clk,
    input wire rst,
    output reg tick
  );
  localparam integer DIVISOR = CLK_FREQ / (BAUD_RATE * OVERSAMPLE);
  reg [$clog2(DIVISOR)-1:0] counter = 0;
  always @(posedge clk or posedge rst)
  begin
    if (rst)
    begin
      counter <= 0;
      tick <= 0;
    end
    else if (counter == DIVISOR - 1)
    begin
      counter <= 0;
      tick <= 1;
    end
    else
    begin
      counter <= counter + 1;
      tick <= 0;
    end
  end
endmodule
module uart_rx_fsm (
    input  wire       clk,
    input  wire       rst,
    input  wire       tick,           
    input  wire       rx,  
    output reg [7:0]  rx_data,  
    output reg        rx_valid,  
    output reg        parity_error,  
    output reg        stop_error  
  );
  parameter IDLE   = 3'b000; 
  parameter START  = 3'b001;  
  parameter DATA   = 3'b010;  
  parameter PARITY = 3'b011;  
  parameter STOP   = 3'b100;
  parameter DONE   = 3'b101;  
  reg [2:0] state = IDLE;
  reg [3:0] sample_count = 0;  
  reg [3:0] bit_index = 0;
  reg [7:0] data_buffer = 0;  
  reg       received_parity;  
  always @(posedge clk or posedge rst)
  begin
    if (rst)
    begin
      state <= IDLE;
      rx_valid <= 0;
      parity_error <= 0;
      stop_error <= 0;
    end
    else if (tick)
    begin
      case (state)
        IDLE:
        begin
          rx_valid <= 0;
          if (rx == 0)
          begin
            sample_count <= 0;
            state <= START;
          end
        end
        START:
        begin
          sample_count <= sample_count + 1;
          if (sample_count == 7)
          begin
            if (rx == 0)
            begin
              sample_count <= 0;
              bit_index <= 0;
              state <= DATA;
            end
            else
            begin
              state <= IDLE;
            end
          end
        end
        DATA:
        begin
          sample_count <= sample_count + 1;
          if (sample_count == 15)
          begin
            data_buffer[bit_index] <= rx;
            bit_index <= bit_index + 1;
            sample_count <= 0;
            if (bit_index == 7)
              state <= PARITY;
          end
        end
        PARITY:
        begin
          sample_count <= sample_count + 1;
          if (sample_count == 15)
          begin
            received_parity <= rx;
            sample_count <= 0;
            state <= STOP;
          end
        end
        STOP:
        begin
          sample_count <= sample_count + 1;
          if (sample_count == 15)
          begin
            stop_error <= (rx != 1);
            parity_error <= (received_parity != (^data_buffer));
            rx_data <= data_buffer;
            rx_valid <= 1;
            state <= DONE;
          end
        end
        DONE:
        begin
          rx_valid <= 0;
          state <= IDLE;
        end
      endcase
    end
  end
endmodule
module uart_top #(
    parameter CLK_FREQ = 50000000,
    parameter BAUD_RATE = 9600
)(
    input  wire       clk,
    input  wire       rst,
    input  wire       tx_start,
    input  wire [7:0] tx_data,
    output wire       tx,
    input  wire       rx,
    output wire [7:0] rx_data,
    output wire       rx_valid,
    output wire       parity_error,
    output wire       stop_error
);
wire tick_tx, tick_rx;
  baud_gen #(.BAUD_RATE(BAUD_RATE), .CLK_FREQ(50000000), .OVERSAMPLE(1)) baud_tx (
             .clk(clk), .rst(rst), .tick(tick_tx)
           );
  baud_gen #(.BAUD_RATE(BAUD_RATE), .CLK_FREQ(50000000), .OVERSAMPLE(16)) baud_rx (
             .clk(clk), .rst(rst), .tick(tick_rx)
           );
  uart_tx_fsm tx_unit (
                .clk(clk), .rst(rst),
                .tick(tick_tx),
                .tx_start(tx_start),
                .tx_data(tx_data),
                .tx(tx),
                .tx_busy()
              );
  uart_rx_fsm rx_unit (
                .clk(clk), .rst(rst),
                .tick(tick_rx),
                .rx(rx),
                .rx_data(rx_data),
                .rx_valid(rx_valid),
                .parity_error(parity_error),
                .stop_error(stop_error)
              );
endmodule
module uart_tx_fsm (
    input  wire       clk,  
    input  wire       rst,  
    input  wire       tick,          
    input  wire       tx_start,  
    input  wire [7:0] tx_data,  
    output reg        tx,  
    output reg        tx_busy  
  );
  parameter IDLE       = 3'b000;
  parameter START_BIT  = 3'b001;
  parameter DATA_BITS  = 3'b010;
  parameter PARITY_BIT = 3'b011;
  parameter STOP_BIT   = 3'b100;
  parameter CLEANUP    = 3'b101;  
  reg [2:0] state = IDLE; 
  reg [7:0] data_reg;  
  reg       parity_bit; 
  reg [3:0] bit_index;  
  always @(posedge clk or posedge rst)
  begin
    if (rst)
    begin
      state     <= IDLE;
      tx        <= 1'b1;
      tx_busy   <= 0;
      bit_index <= 0;
    end
    else if (tick)
    begin
      case (state)
        IDLE:
        begin
          tx <= 1;
          tx_busy <= 0;
          if (tx_start)
          begin
            data_reg <= tx_data;
            parity_bit <= ^tx_data;  
            bit_index <= 0;
            tx_busy <= 1;
            state <= START_BIT;
          end
        end
        START_BIT:
        begin
          tx <= 0;  
          state <= DATA_BITS;
        end
        DATA_BITS:
        begin
          tx <= data_reg[bit_index];
          bit_index <= bit_index + 1;
          if (bit_index == 7)  
            state <= PARITY_BIT; 
        end
        PARITY_BIT:
        begin
          tx <= parity_bit; 
          state <= STOP_BIT;
        end
        STOP_BIT:
        begin
          tx <= 1;
          state <= CLEANUP;
        end
        CLEANUP: 
        begin
          tx_busy <= 0;
          state <= IDLE;
        end
      endcase
    end
  end
endmodule
--- flow/run.sh ---
#!/bin/bash
# OpenROAD 26Q1-2900-gdf79404cd8, Yosys 0.63+post, stock flow scripts
make -C /OpenROAD-flow-scripts/flow DESIGN_CONFIG=/design/flow/config.mk WORK_HOME=/design/flow/orfs finish
==> out/metrics.csv <==
metric;value;unit
ys_chip_area;0.003581;mm2
flop_cell;dfrtp_1;
top_regs;baud_tx.counter: 13 flops, baud_rx.counter: 9 flops;
r2r_start;rx_unit.bit_index[0];
coreArea;0.006869;mm2
power.leakage;1.618;nW
htree_levels;3;
worstPathMaxFanout;13;
cts_made_buffers;9;
drtAntennaViolNets;0;
num_antenna_cells;0;
gr-total-overflow;0;
finalWirelength;5964;um
grt_max_degree;39;
status;finished, final reports clean;
maxSlewHeadroom;50.70;%
rows;30;
clkPwrFrac;39.6;%
synth.avg_cell_area;11.59;um2
first_pass_iters;4;
dp_cells;422;
p_comb_share;2.8;%
fp.dieH;86.63;um
intPower;1.427;mW
period_needed;2.248;ns
rsz0062_at_grt;false;
postCtsSetupBuffers;0;
ioPinCount;24;
clock-sinks;72;
ys_warn_count;4;
gp_congestion;0.8290;
cts_resized;0;
hold_depth;1;
max_freq;0.4449;GHz
slowest_delay;0.62;ns
power.density;436.5;mW/mm2
syn_inst;309;
areaGrowthSynthToFinish;14.29;%
hold_end;baud_tx.counter[0];
worstPathRequired;3.09;ns
seqPwrFrac;57.7;%
cts_root_buf;clkbuf_8;
ff2ff_setup_slack;0.75;ns
synth-async-reset-ratio;52.78;%
largest_reg_flops;13;
maxCapViolCount;0;
reg2reg_depth;6;
r2r_end;rx_unit.data_buffer[5];
largest-register;baud_tx.counter;
cp_slowest_cell;edfxtp_1;
grt_pass1_vias;2265;
syn-cell-area;0.003581;mm2
hold_path.class;flip-flop to flip-flop;
synth_cell_types;55;
cp-start-kind;flip-flop;
clkSlewWorstSetupHoldPaths;0.07;ns
end_kind;flip-flop;
p_sw_share;20.14;%
drt-initial-drc-count;79;
clkLatencyLatePin;0.33;ns
synth_flops;72;
cp.arrival;2.34;ns
finalSetupViolCount;0;
cts_hold_buf;0;
min_from;baud_tx.counter[0];
tightest_slew;0.7368;ns
edf_count;34;
peakVddDrop;0.2390;mV
antenna_found_initial;0;
cts_buffer_depth;2;
track_usage;18.37;%
dp_hpwl;4062;um
drc;0;
warning_count;30;
ys_cells;309;
fp_util;52.13;%
die_w;86.63;um
drv_slew;0;
worst-setup-path-type;flip-flop to flip-flop;
die_area;0.007504;mm2
finalHoldViolCount;0;
skew;0.004066;ns
cts_tree;built;
p_sw;0.3598;mW
vias;2352;
path_cells;inv_1, ha_1, or3b_2, o31ai_2, a21boi_1, a41o_1;
period_used_share;74.92;%
wl_per_cell;13.62;um
drive_above_1_share;8.480;%
fin_setup_tns;0;ns
final_cells;438;
port_buffers;23;
postSynthSeqShare;55.10;%
via_per_inst;5.370;
grt_pass1_wl;10300;um
cells in the mapped netlist (8+ instances only):
library cell,instances,share of area (%)
nand3_1,14,2.0
ha_1,10,3.5
nand2_1,29,3.0
o21ai_0,12,1.7
xnor2_1,19,4.6
xor2_1,18,4.4
nor3_1,8,1.1
clkbuf_1,8,0.84
nor2_1,33,3.5
edfxtp_1,34,29
dfrtp_1,37,26
inv_1,8,0.84
routing by layer:
metal  up-vias  part of all wire, %  wire, um  global-route usage (%)
li1       1168                    -         -                       -
met1      1124                   49      2939                   31.10
met2        51                   46      2723                   27.99
met3         9                  3.5       206                   2.512
met4         0                  1.6        94                   3.030
met5         -                    0         0                       0
final cells by class:
type | instances | area (um2)
clock buffer | 10 | 127.6
clock inverter | 6 | 50.05
fill | 569 | 2776
inverter | 8 | 30.03
multi-input combinational | 219 | 1531
sequential | 72 | 1973
tap | 96 | 120.1
timing repair buffer | 27 | 260.3
logic make-up (layout without fill, tap and decap cells):
| kind of cell | Yosys count | in the layout | synth area share [%] |
|---|---|---|---|
| simple gates | 128 | 128 | 18.83 |
| flops | 72 | 72 | 55.10 |
| xor+xnor | 38 | 38 | 9.678 |
| compound gates | 37 | 37 | 8.176 |
| buf+inv | 18 | 51 | 2.131 |
| fa+ha+maj | 10 | 10 | 3.494 |
| mux | 6 | 6 | 2.585 |
worst max-delay path, delay by kind of cell (launching register included):
family / cells / cell delay [ns]
and+or+nand+nor: 1 / 0.47
buffers and inverters: 1 / 0.13
adders and majority gates: 1 / 0.30
AOI/OAI and AO/OA: 3 / 0.49
DFF: 1 / 0.62
cell usage in the layout (no fill, tap or decap), types with 4 or more instances in the layout:
cell,count
dfrtp_1,37
edfxtp_1,34
nor2_1,33
nand2_1,29
clkdlybuf4s50_1,23
xnor2_1,19
xor2_1,18
nand3_1,14
o21ai_0,12
ha_1,10
clkbuf_8,9
inv_1,8
nor3_1,8
nor2b_1,7
and3_1,7
nand4_1,5
a22o_1,4
clkinv_1,4
buf_4,4
worst max-delay path by stage:
stage	startpoint	end	slack, ns	cells after the start
4_1_cts	rx_unit.bit_index[0]	rx_unit.data_buffer[4]	0.77	5
5_1_grt	rx_unit.bit_index[0]	rx_unit.data_buffer[4]	0.62	5
6_report	rx_unit.bit_index[0]	rx_unit.data_buffer[5]	0.75	6
through the flow:
| stage | utilization, % | hold WS (ns) | cell area [um2] | setup WS [ns] | power [mW] |
|---|---|---|---|---|---|
| detailed placement | 56.99 | 0.4746 | 3915 | 0.6318 | 1.102 |
| floorplan | - | 0.4257 | 3581 | 0.5125 | 1.076 |
| global placement | 56.99 | 0.4617 | 3915 | 0.6737 | 1.101 |
| CTS | 59.58 | 0.4870 | 4093 | 0.7731 | 1.813 |
| finish | 59.58 | 0.4800 | 4093 | 0.7524 | 1.787 |
| global route | 59.58 | 0.5176 | 4093 | 0.6150 | 1.853 |
power by group through the flow:
stage	clock [mW]	sequential, mW	combinational [mW]
after CTS	0.732	1.03	0.0512
after global routing	0.767	1.03	0.0558
final	0.707	1.03	0.0495
Power is estimated from default activity; no workload was simulated.
